## ./design.v

```verilog
`timescale 1ns / 1ps
module lctrl(
    input Clk,
    input Rst,
    output reg [2:0] Left
    );
	 reg[1:0] nextstate, presentstate;
	 parameter S0 = 2'b00, S1= 2'b01, S2 = 2'b10, S3 = 2'b11;
    reg [25:0] count_div;
    always@(posedge Clk, posedge Rst) begin
        if(Rst == 1'b1)
        count_div <= 0;
        else
        count_div <= count_div + 1;
        end
     always @(posedge count_div[25], posedge Rst)
     begin
     if(Rst==1)
     presentstate <= S0;
     else
     presentstate <= nextstate;
     end
     always@(presentstate)
     begin
     case(presentstate)
     S0:begin
        nextstate=S1;
        end
     S1:begin
        nextstate=S2;
        end 
     S2:begin
        nextstate=S3;
        end 
      S3:begin
         nextstate=S0;
         end
   endcase
   end 
   always @(presentstate)
   begin
   case(presentstate)
   S0:Left=4'b0000;
   S1:Left=4'b0001;
   S2:Left=4'b0011;
   S3:Left=4'b0111;
   endcase
   end
endmodule
```

## ./run.sh

```bash
#!/bin/bash
# OpenROAD 26Q1-2900-gdf79404cd8, Yosys 0.63+post, stock flow scripts
make -C /OpenROAD-flow-scripts/flow DESIGN_CONFIG=/design/flow/config.mk WORK_HOME=/design/flow/orfs finish
```

## ./config.mk

```make
export PLATFORM = sky130hd
export DESIGN_NAME = lctrl
export DESIGN_NICKNAME = lctrl
export VERILOG_FILES = /design/flow/design.v
export SDC_FILE = /design/flow/constraint.sdc
export NUM_CORES = 4
export LEC_CHECK = 1
export CORE_AREA = 10 10 97 97
export DIE_AREA = 0 0 107 107
```

## ./constraint.sdc

```tcl
current_design lctrl

set clk_period 6.1
set clk_io_pct 0.2

create_clock -name clk0 -period $clk_period [get_ports {Clk}]

set non_clock_inputs [all_inputs -no_clocks]
set_input_delay [expr $clk_period * $clk_io_pct] -clock clk0 $non_clock_inputs
set_output_delay [expr $clk_period * $clk_io_pct] -clock clk0 [all_outputs]
```

==> reports/qor.txt <==
Top cell excl fill/tap - dfrtp_1
FF/Latch Area - 752 um^2
Die Span X - 107 um
R2r setup slk - 4.55 ns
Hold Vio Cnt, Final - 0
Max incr delay on CP - 0.39 ns
Routed WL - 1880 um
Slew headroom - 0.753
Share of layout cells above drive strength 1 - 0.129
Leak pwr - 0.690 nW
Outcome - completed
CP Data Required Time - 6.52 ns
Least-Margin Pin Slew - 0.371 ns
Number of global-route vias before repair - 767
RR Startpoint - count_div[2]$_DFF_PP0_
Initial antenna violation count - 0
IO Port Bufs - 4
Vias/cell - 3.44
Reg-to-Reg End - count_div[20]$_DFF_PP0_
Drt first pass iters - 2
Endpoints left unconstrained - 7
Number of synthesized register bits - 30
Top post-synthesis cells by area - dfrtp_1 55%, xor2_1 10%, xnor2_1 6.0%
Core Region - 0.00729 mm^2
Die Ht - 107 um
Slowest-stage cell, CP - clkdlybuf4s50_1
Dominant cell area share - 0.551
PwrDens - 178 mW/mm^2
DIE AREA - 0.0114 mm^2
Total GRT Usage - 0.0363
Cells in synth_stat.txt - 110
CP bufs+invs - 3
First-pass GRT wire length - 3550 um
Routed Antenna Nets - 0
Placer Congestion - 0.757
Fin Setup TNS - 0 ns
Cells after Synth - 110
Startpoint type of the worst setup path - primary input
CTS tree - yes
Dpl cells - 212
Worst Path Max Fanout - 30
WL/cell - 8.75 um
Top Layout Cells - 29 x dfrtp_1, 15 x xor2_1, 10 x nand2_1
WS Path Type - in2async
Count of pins over their slew limit - 0
Layout fillers - 808
Largest net degree at the start of global routing - 31
Clk_skew - 0.00352 ns
R2R cell count - 4
Number of synthesis warnings - 1
Comb. cell area - 527 um^2
GRT overflow - 0
Hold Startpoint - count_div[3]$_DFF_PP0_
Area Overhead vs Synth - 15.3%
Clock Tree Root - clkbuf_8
Hold Path End - count_div[3]$_DFF_PP0_
Period utilization - 0.262
Final Setup Violations - 0
FP Rows - 31
Final routed DRC violation total - 0
Cell type with the largest total area - dfrtp_1
Crit-path cells - clkdlybuf4s50_1, inv_1, buf_4
Maxcap violations - 0
Clock Latency Late Sink - 0.26 ns
CP top delay family - buffers and inverters
YS chip area - 0.00132 mm^2
Htree depth - 1
Fmax achieved - 0.626 GHz
Crit path DAT - 2.01 ns
Mean Syn Cell Area - 12.0 um^2
CP endpoint kind - asynchronous set/reset pin
Register pins left without a clock - 4
Finished Layout Cells - 215
1st-iter DRT viols - 17
Setup bufs post-CTS - 0
Max VDD drop - 0.0700 mV
Distinct cells, synth - 27
RSZ-0062 raised after global routing - no
Num CTS Buffers - 3
Fp_density - 0.181
Post-synthesis sequential area ratio - 0.571
HP Class - reg2reg
Worst-path clk slew - 0.08 ns
Hold Slack - 0.471 ns
Ports - 5
Tmin final - 1.60 ns
CTS max path bufs - 2
Log Warnings - 25
Synthesized cell area - 0.00132 mm^2
Hold path cells - 1
CTS resizes - 0
Antenna fix cells - 0
Vias - 739
Critical Path Source - Rst
Post-DP HPWL - 1340 um
Cts hold-fix bufs - 0
## sequential cells by signal, summed over array words and instances (netlist names)
register,count
count_div,26
presentstate,4
## kinds of logic (layout without fill, tap and decap cells)
| family | count (synthesis) | after routing | synth area share |
|---|---|---|---|
| xor gates and xnor gates | 24 | 24 | 0.160 |
| adders and majority gates | 1 | 1 | 0.00950 |
| buffers and inverters | 9 | 15 | 0.0285 |
| DFF | 30 | 30 | 0.571 |
| and+or+nand+nor | 46 | 46 | 0.231 |
## power breakdown
group | switching (mW) | total (mW) | leakage, nW | internal, mW
clock network | 0.0492 | 0.0933 | 0.0216 | 0.0441
registers | 0 | 0.172 | 0.406 | 0.172
logic | 0.00377 | 0.00480 | 0.262 | 0.00103
total | 0.0530 | 0.270 | 0.690 | 0.217
## worst max path at each step
stage | end | slack (ns) | cells past startpoint
CTS | count_div[9]$_DFF_PP0_ | 4.47 | 3
global route | count_div[20]$_DFF_PP0_ | 4.40 | 4
finish | count_div[7]$_DFF_PP0_ | 4.50 | 3
## worst reg2reg max path: stages, from the launching register on
cell and delay, ns:
dfrtp_1 0.39, and2_1 0.31, nand4_4 0.25, nor4_1 0.37
xor2_1 0.17
## cell usage after synthesis
cell	instances
nand4_1	2
nor4_2	1
ha_1	1
nor4b_2	1
nor3_1	6
dfstp_2	1
dfrtp_1	29
clkbuf_1	1
nand3_1	3
or2_2	1
or3_1	1
nor4_4	1
inv_1	7
nand3_4	1
and3_1	2
and3_2	1
xnor2_1	9
and2_1	1
or3_4	1
nand2_1	10
nand3_2	2
nand4_4	1
and4_1	1
nor2_1	8
buf_4	1
xor2_1	15
nor4_1	2
## per-stage QoR
stage          utilization  setup slack, ns  total power, mW  instance area, um^2
3_5_place_dp         0.202             4.17            0.181                 1480
6_report             0.208             4.50            0.270                 1520
2_1_floorplan            -             4.25            0.179                 1320
4_1_cts              0.208             4.47            0.275                 1520
3_3_place_gp         0.202             4.18            0.181                 1480
5_1_grt              0.208             4.40            0.284                 1520
## final cells by class
class / count / area share
sequential: 30 / 0.495
multi-input combinational: 71 / 0.347
tap: 99 / 0.0816
inverter: 7 / 0.0173
timing repair buffer: 5 / 0.0313
clock buffer: 3 / 0.0272
## layer usage
layer / routed length (um) / track usage / share of wire
met5: 0 / 0 / 0
met4: 0 / 0.00193 / 0
met3: 86 / 0.0158 / 0.046
met2: 814 / 0.0531 / 0.43
met1: 981 / 0.0510 / 0.52
Power is estimated from default activity; no workload was simulated.
