===== flow/config.mk =====
export PLATFORM = sky130hd
export DESIGN_NAME = rctrl
export DESIGN_NICKNAME = rctrl
export VERILOG_FILES = /design/flow/design.v
export SDC_FILE = /design/flow/constraint.sdc
export NUM_CORES = 4
export LEC_CHECK = 1
export CORE_UTILIZATION = 30

===== flow/run.sh =====
#!/bin/bash
# OpenROAD 26Q1-2900-gdf79404cd8, Yosys 0.63+post, stock flow scripts
make -C /OpenROAD-flow-scripts/flow DESIGN_CONFIG=/design/flow/config.mk WORK_HOME=/design/flow/orfs finish

===== flow/design.v =====
`timescale 1ns / 1ps
module rctrl(
    input Clk,
	 input Rst,
    output reg [2:0] Right
    );
	 	 reg[1:0] nextstate, presentstate;
	 parameter S0 = 2'b00, S1= 2'b01, S2 = 2'b10, S3 = 2'b11;
    reg [25:0] count_div;
    always@(posedge Clk, posedge Rst) begin
        if(Rst == 1'b1)
        count_div <= 0;
        else
        count_div <= count_div + 1;
        end
     always @(posedge count_div[25], posedge Rst)
     begin
     if(Rst==1)
     presentstate <= S0;
     else
     presentstate <= nextstate;
     end
     always@(presentstate)
     begin
     case(presentstate)
     S0:begin
        nextstate=S1;
        end
     S1:begin
        nextstate=S2;
        end 
     S2:begin
        nextstate=S3;
        end 
      S3:begin
         nextstate=S0;
         end
   endcase
   end 
   always @(presentstate)
   begin
   case(presentstate)
   S0:Right=4'b0000;
   S1:Right=4'b0001;
   S2:Right=4'b0011;
   S3:Right=4'b0111;
   endcase
   end
endmodule

===== flow/constraint.sdc =====
current_design rctrl

set clk_period 4.6
set clk_io_pct 0.2

create_clock -name clk0 -period $clk_period [get_ports {Clk}]

set non_clock_inputs [all_inputs -no_clocks]
set_input_delay [expr $clk_period * $clk_io_pct] -clock clk0 $non_clock_inputs
set_output_delay [expr $clk_period * $clk_io_pct] -clock clk0 [all_outputs]

==> flow_metrics.py <==
# Metrics from the implementation run
metrics = {
    "status": {
        "outcome": "finished, final reports clean",
    },
    "final_timing": {
        "finalHoldViolCount": 0,
        "worst_slack_ns": 3.063,
        "fin_crit_ns": 1.537,
        "final.setup_skew_ns": 0.004816,
        "setup_viol": 0,
        "tightestPinTransition_ns": 0.3587,
        "unclocked_pins": 4,
        "fin_crit_sh_pct": 33.41,
        "slew_headroom_pct": 76.08,
        "untimed_endpoints": 7,
        "maxSlewViolCount": 0,
        "fin_tns_setup_ns": 0,
        "rsz0062_at_grt": "false",
        "fmax_ghz": 0.6506,
    },
    "clocking": {
        "cts_resized": 0,
        "clk_latency_ns": 0.26,
        "clock_path_buffers": 2,
        "numCtsBuffers": 3,
        "post-cts-setup-buffers": 0,
        "h-tree-depth": 1,
        "cts-root-buf": "clkbuf_8",
        "cts_hold_buf": 0,
        "clk_pin_slew_ns": 0.08,
        "cts_tree": "done",
    },
    "synth": {
        "ys_area_um2": 1316,
        "synth.distinct_cells": 27,
        "synth_area_um2": 1316,
        "top_logic_kind": "simple AND/OR/NAND/NOR gates",
        "aoi_share_pct": 0,
        "synthMuxAreaShare_pct": 0,
        "synth.largest_area_cell": "dfrtp_1",
        "netlist_instances": 110,
        "synth.area.top_cells": "dfrtp_1 55%, xor2_1 10%, xnor2_1 6.0%",
        "simple_gate_share_pct": 23.10,
        "postSynthSeqShare_pct": 57.13,
        "syn_area_per_cell_um2": 11.97,
        "ys_cells": 110,
        "yosys_warnings": 1,
        "synth-seq-cells": 30,
        "ys_sh_xor_pct": 15.97,
        "synthAdderAreaFrac_pct": 0.9506,
        "top_area_share_pct": 55.13,
    },
    "critical_path": {
        "worstPathRequired_ns": 4.79,
        "rr_startpoint": "count_div[2]",
        "crit_path_max_fanout": 9,
        "worstPathCellList": "and2_1, nand3_4, nor4_1, xnor2_1",
        "crit_type": "flip-flop to flip-flop",
        "critPathTopFamily": "simple AND/OR/NAND/NOR gates",
        "start_kind": "flip-flop",
        "cp_slowest_cell": "dfrtp_1",
        "end_kind": "flip-flop",
        "startpoint": "count_div[2]",
        "crit_buf_inv": 0,
        "cp.arrival_ns": 1.73,
        "max_stage_delay_ns": 0.40,
    },
    "detailed_routing": {
        "ant_nets": 0,
        "antenna_cells": 0,
        "via_per_inst": 4.551,
        "drt_iter0_markers": 22,
        "drc_errors": 0,
        "dr.pass1.iters": 4,
        "wire_per_inst_um": 11.43,
        "num_vias": 760,
        "drt-total-wl_mm": 1.908,
    },
    "job": {
        "maxCapViolCount": 0,
        "tool_warnings": 25,
    },
    "power": {
        "ir_drop_mv": 0.1053,
        "p_per_area_nw_per_um2": 256.2,
        "leakagePower_nw": 0.6968,
    },
    "layout": {
        "layout-drive-gt1-share_pct": 13.68,
        "area_delta_synth_final_pct": 11.69,
    },
    "die": {
        "placeableCoreArea_um2": 4115,
        "fp.dieArea_um2": 4657,
        "die_h_um": 68.24,
        "die_x_um": 68.24,
        "rows": 23,
        "num_io_pins": 5,
        "fp_util_pct": 31.99,
    },
    "grt": {
        "grt_usage_pct": 9.755,
        "antenna_found_initial": 0,
        "grt_max_degree": 31,
        "overflow": 0,
        "grt_pass1_vias": 808,
        "grt_pass1_wl_mm": 3.422,
    },
    "placement": {
        "place_ws_ns": 2.997,
        "gp_congestion": 0.7528,
        "place.port_buffers": 4,
        "post-dp-hpwl_mm": 1.342,
    },
    "hold_path": {
        "hp-class": "flip-flop to flip-flop",
        "min_from": "count_div[7]",
    },
}
## logic make-up (layout without fill, tap and decap cells)
family | after synthesis | in the layout
xor+xnor | 24 | 24
fa+ha+maj | 1 | 1
buf+inv | 9 | 16
flops | 30 | 30
simple gates | 46 | 46
## final timing paths
kind	slack, ns	cells after the start	end
min in group asynchronous	1.02	3	count_div[24]
hold / removal	0.47	1	count_div[7]
setup / recovery	3.06	4	count_div[21]
setup reg to reg	3.06	4	count_div[21]
hold reg to reg	0.47	1	count_div[7]
max in group asynchronous	3.31	3	count_div[4]
## flip-flops by register name, summed over array words and instances, names as in the netlist
signal / flops
count_div: 26
presentstate: 4
## cells in the final DEF (no fill, tap or decap), types with 2 or more instances in the layout
cell	count
and3_1	2
clkbuf_8	4
clkdlybuf4s50_1	4
dfrtp_1	29
inv_1	7
nand2_1	10
nand3_1	3
nand3_2	2
nand4_1	2
nor2_1	8
nor3_1	6
nor4_1	2
xnor2_1	9
xor2_1	15
## power by group
part / switching [mW] / internal (mW)
clock: 0.0658 / 0.0764
sequential: 0 / 0.228
combinational: 0.00484 / 0.00136
total: 0.0706 / 0.306
## through the flow
step / cell area [um2] / power [mW] / hold WS [ns] / cells / utilization, %
2_1_floorplan: 1316 / 0.2368 / 0.4332 / 110 / -
3_3_place_gp: 1415 / 0.2393 / 0.4551 / 163 / 34.39
3_5_place_dp: 1415 / 0.2396 / 0.4572 / 163 / 34.39
4_1_cts: 1470 / 0.3816 / 0.4719 / 167 / 35.73
5_1_grt: 1470 / 0.3957 / 0.4911 / 167 / 35.73
6_report: 1470 / 0.3767 / 0.4680 / 167 / 35.73
## worst reg2reg max path, stage by stage, from the launching register on
cell and delay [ns]:
dfrtp_1 0.40, and2_1 0.30, nand3_4 0.20, nor4_1 0.41, xnor2_1 0.16
## final cells by class
class                      instances  area [um2]
clock buffer                       4       55.05
timing repair buffer               5       47.55
multi-input combinational         71       526.8
inverter                           7       26.28
tap                               50       62.56
sequential                        30       752.0
fill                             382        2645
## cells in the mapped netlist, drive strengths merged
cell type and count:
dfrtp 29, xor2 15, nand2 10, xnor2 9, nor2 8, inv 7, nand3 6, nor3 6
nor4 4, and3 3, nand4 3, or3 2, and2 1, and4 1, buf 1, clkbuf 1
dfstp 1, ha 1, nor4b 1, or2 1
## routing by layer
metal  up-vias  track usage, %  wire length (um)
met1       369           13.87               978
met4         0           2.083                35
li1        378               -                 -
met2         9           16.18               864
met3         4           1.182                30
met5         -               0                 0
Power is estimated from default activity; no workload was simulated.
